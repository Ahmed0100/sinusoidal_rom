`./run.sh`:
```
#!/bin/bash
# OpenROAD 26Q1-2900-gdf79404cd8, Yosys 0.63+post, stock flow scripts
make -C /OpenROAD-flow-scripts/flow DESIGN_CONFIG=/design/flow/config.mk WORK_HOME=/design/flow/orfs finish
```
`./config.mk`:
```
export PLATFORM = sky130hd
export DESIGN_NAME = sine
export DESIGN_NICKNAME = sine
export VERILOG_FILES = /design/flow/design.v
export SDC_FILE = /design/flow/constraint.sdc
export NUM_CORES = 4
export LEC_CHECK = 1
export CORE_AREA = 10 10 107 107
export DIE_AREA = 0 0 117 117
```
`./constraint.sdc`:
```
current_design sine

set clk_period 3.7
set clk_io_pct 0.2

create_clock -name clk0 -period $clk_period [get_ports {clk}]

set non_clock_inputs [all_inputs -no_clocks]
set_input_delay [expr $clk_period * $clk_io_pct] -clock clk0 $non_clock_inputs
set_output_delay [expr $clk_period * $clk_io_pct] -clock clk0 [all_outputs]
```
`./design.v`:
```
module sine
(
	input clk,reset_n,
	input [9:0] x,
	output[7:0] y
);
reg [7:0] y_reg=0,y_next;
reg [7:0] x_addr;
wire [6:0] dout;
always @(*)
begin
	if(~reset_n)
		y_reg <= 0;
	else
		y_reg <= y_next;
end
always @(*)
begin
	y_next = dout;
	case(x[9:8])
		2'b00:
		begin
			x_addr=x[7:0];
			y_next = dout + 2**7;
		end
		2'b01:
		begin
			x_addr = 255-x[7:0];
			y_next = dout + 2**7;
		end
		2'b10:
		begin
			x_addr = x[7:0];
			y_next = 2**7-dout;
		end
		2'b11:
		begin
			x_addr = 255-x[7:0];
			y_next = 2**7 - dout;
		end
	endcase
end
assign y=y_reg;
rom rom_inst
(
	.clk(clk),
	.addr(x_addr),
	.dout(dout)
);
endmodule
module rom
(
	input clk,
	input [7:0] addr,
	output reg [6:0] dout
);
reg [7:0] addr_reg;
always @(posedge clk)
begin
	addr_reg <= addr;
end
always @(*)
begin
	dout=7'd0;
	case(addr_reg)
				0	:  dout=7'd	0	;
				1	:  dout=7'd	1	;
				2	:  dout=7'd	2	;
				3	:  dout=7'd	2	;
				4	:  dout=7'd	3	;
				5	:  dout=7'd	4	;
				6	:  dout=7'd	5	;
				7	:  dout=7'd	5	;
				8	:  dout=7'd	6	;
				9	:  dout=7'd	7	;
				10	:  dout=7'd	8	;
				11	:  dout=7'd	9	;
				12	:  dout=7'd	9	;
				13	:  dout=7'd	10	;
				14	:  dout=7'd	11	;
				15	:  dout=7'd	12	;
				16	:  dout=7'd	12	;
				17	:  dout=7'd	13	;
				18	:  dout=7'd	14	;
				19	:  dout=7'd	15	;
				20	:  dout=7'd	16	;
				21	:  dout=7'd	16	;
				22	:  dout=7'd	17	;
				23	:  dout=7'd	18	;
				24	:  dout=7'd	19	;
				25	:  dout=7'd	19	;
				26	:  dout=7'd	20	;
				27	:  dout=7'd	21	;
				28	:  dout=7'd	22	;
				29	:  dout=7'd	23	;
				30	:  dout=7'd	23	;
				31	:  dout=7'd	24	;
				32	:  dout=7'd	25	;
				33	:  dout=7'd	26	;
				34	:  dout=7'd	26	;
				35	:  dout=7'd	27	;
				36	:  dout=7'd	28	;
				37	:  dout=7'd	29	;
				38	:  dout=7'd	29	;
				39	:  dout=7'd	30	;
				40	:  dout=7'd	31	;
				41	:  dout=7'd	32	;
				42	:  dout=7'd	32	;
				43	:  dout=7'd	33	;
				44	:  dout=7'd	34	;
				45	:  dout=7'd	35	;
				46	:  dout=7'd	35	;
				47	:  dout=7'd	36	;
				48	:  dout=7'd	37	;
				49	:  dout=7'd	38	;
				50	:  dout=7'd	38	;
				51	:  dout=7'd	39	;
				52	:  dout=7'd	40	;
				53	:  dout=7'd	41	;
				54	:  dout=7'd	41	;
				55	:  dout=7'd	42	;
				56	:  dout=7'd	43	;
				57	:  dout=7'd	44	;
				58	:  dout=7'd	44	;
				59	:  dout=7'd	45	;
				60	:  dout=7'd	46	;
				61	:  dout=7'd	46	;
				62	:  dout=7'd	47	;
				63	:  dout=7'd	48	;
				64	:  dout=7'd	49	;
				65	:  dout=7'd	49	;
				66	:  dout=7'd	50	;
				67	:  dout=7'd	51	;
				68	:  dout=7'd	52	;
				69	:  dout=7'd	52	;
				70	:  dout=7'd	53	;
				71	:  dout=7'd	54	;
				72	:  dout=7'd	54	;
				73	:  dout=7'd	55	;
				74	:  dout=7'd	56	;
				75	:  dout=7'd	56	;
				76	:  dout=7'd	57	;
				77	:  dout=7'd	58	;
				78	:  dout=7'd	59	;
				79	:  dout=7'd	59	;
				80	:  dout=7'd	60	;
				81	:  dout=7'd	61	;
				82	:  dout=7'd	61	;
				83	:  dout=7'd	62	;
				84	:  dout=7'd	63	;
				85	:  dout=7'd	63	;
				86	:  dout=7'd	64	;
				87	:  dout=7'd	65	;
				88	:  dout=7'd	65	;
				89	:  dout=7'd	66	;
				90	:  dout=7'd	67	;
				91	:  dout=7'd	67	;
				92	:  dout=7'd	68	;
				93	:  dout=7'd	69	;
				94	:  dout=7'd	69	;
				95	:  dout=7'd	70	;
				96	:  dout=7'd	71	;
				97	:  dout=7'd	71	;
				98	:  dout=7'd	72	;
				99	:  dout=7'd	73	;
				100	:  dout=7'd	73	;
				101	:  dout=7'd	74	;
				102	:  dout=7'd	74	;
				103	:  dout=7'd	75	;
				104	:  dout=7'd	76	;
				105	:  dout=7'd	76	;
				106	:  dout=7'd	77	;
				107	:  dout=7'd	78	;
				108	:  dout=7'd	78	;
				109	:  dout=7'd	79	;
				110	:  dout=7'd	79	;
				111	:  dout=7'd	80	;
				112	:  dout=7'd	81	;
				113	:  dout=7'd	81	;
				114	:  dout=7'd	82	;
				115	:  dout=7'd	82	;
				116	:  dout=7'd	83	;
				117	:  dout=7'd	84	;
				118	:  dout=7'd	84	;
				119	:  dout=7'd	85	;
				120	:  dout=7'd	85	;
				121	:  dout=7'd	86	;
				122	:  dout=7'd	87	;
				123	:  dout=7'd	87	;
				124	:  dout=7'd	88	;
				125	:  dout=7'd	88	;
				126	:  dout=7'd	89	;
				127	:  dout=7'd	89	;
				128	:  dout=7'd	90	;
				129	:  dout=7'd	90	;
				130	:  dout=7'd	91	;
				131	:  dout=7'd	92	;
				132	:  dout=7'd	92	;
				133	:  dout=7'd	93	;
				134	:  dout=7'd	93	;
				135	:  dout=7'd	94	;
				136	:  dout=7'd	94	;
				137	:  dout=7'd	95	;
				138	:  dout=7'd	95	;
				139	:  dout=7'd	96	;
				140	:  dout=7'd	96	;
				141	:  dout=7'd	97	;
				142	:  dout=7'd	97	;
				143	:  dout=7'd	98	;
				144	:  dout=7'd	98	;
				145	:  dout=7'd	99	;
				146	:  dout=7'd	99	;
				147	:  dout=7'd	100	;
				148	:  dout=7'd	100	;
				149	:  dout=7'd	101	;
				150	:  dout=7'd	101	;
				151	:  dout=7'd	102	;
				152	:  dout=7'd	102	;
				153	:  dout=7'd	103	;
				154	:  dout=7'd	103	;
				155	:  dout=7'd	103	;
				156	:  dout=7'd	104	;
				157	:  dout=7'd	104	;
				158	:  dout=7'd	105	;
				159	:  dout=7'd	105	;
				160	:  dout=7'd	106	;
				161	:  dout=7'd	106	;
				162	:  dout=7'd	107	;
				163	:  dout=7'd	107	;
				164	:  dout=7'd	107	;
				165	:  dout=7'd	108	;
				166	:  dout=7'd	108	;
				167	:  dout=7'd	109	;
				168	:  dout=7'd	109	;
				169	:  dout=7'd	109	;
				170	:  dout=7'd	110	;
				171	:  dout=7'd	110	;
				172	:  dout=7'd	111	;
				173	:  dout=7'd	111	;
				174	:  dout=7'd	111	;
				175	:  dout=7'd	112	;
				176	:  dout=7'd	112	;
				177	:  dout=7'd	112	;
				178	:  dout=7'd	113	;
				179	:  dout=7'd	113	;
				180	:  dout=7'd	114	;
				181	:  dout=7'd	114	;
				182	:  dout=7'd	114	;
				183	:  dout=7'd	115	;
				184	:  dout=7'd	115	;
				185	:  dout=7'd	115	;
				186	:  dout=7'd	116	;
				187	:  dout=7'd	116	;
				188	:  dout=7'd	116	;
				189	:  dout=7'd	116	;
				190	:  dout=7'd	117	;
				191	:  dout=7'd	117	;
				192	:  dout=7'd	117	;
				193	:  dout=7'd	118	;
				194	:  dout=7'd	118	;
				195	:  dout=7'd	118	;
				196	:  dout=7'd	119	;
				197	:  dout=7'd	119	;
				198	:  dout=7'd	119	;
				199	:  dout=7'd	119	;
				200	:  dout=7'd	120	;
				201	:  dout=7'd	120	;
				202	:  dout=7'd	120	;
				203	:  dout=7'd	120	;
				204	:  dout=7'd	121	;
				205	:  dout=7'd	121	;
				206	:  dout=7'd	121	;
				207	:  dout=7'd	121	;
				208	:  dout=7'd	122	;
				209	:  dout=7'd	122	;
				210	:  dout=7'd	122	;
				211	:  dout=7'd	122	;
				212	:  dout=7'd	122	;
				213	:  dout=7'd	123	;
				214	:  dout=7'd	123	;
				215	:  dout=7'd	123	;
				216	:  dout=7'd	123	;
				217	:  dout=7'd	123	;
				218	:  dout=7'd	124	;
				219	:  dout=7'd	124	;
				220	:  dout=7'd	124	;
				221	:  dout=7'd	124	;
				222	:  dout=7'd	124	;
				223	:  dout=7'd	124	;
				224	:  dout=7'd	125	;
				225	:  dout=7'd	125	;
				226	:  dout=7'd	125	;
				227	:  dout=7'd	125	;
				228	:  dout=7'd	125	;
				229	:  dout=7'd	125	;
				230	:  dout=7'd	125	;
				231	:  dout=7'd	126	;
				232	:  dout=7'd	126	;
				233	:  dout=7'd	126	;
				234	:  dout=7'd	126	;
				235	:  dout=7'd	126	;
				236	:  dout=7'd	126	;
				237	:  dout=7'd	126	;
				238	:  dout=7'd	126	;
				239	:  dout=7'd	126	;
				240	:  dout=7'd	126	;
				241	:  dout=7'd	126	;
				242	:  dout=7'd	127	;
				243	:  dout=7'd	127	;
				244	:  dout=7'd	127	;
				245	:  dout=7'd	127	;
				246	:  dout=7'd	127	;
				247	:  dout=7'd	127	;
				248	:  dout=7'd	127	;
				249	:  dout=7'd	127	;
				250	:  dout=7'd	127	;
				251	:  dout=7'd	127	;
				252	:  dout=7'd	127	;
				253	:  dout=7'd	127	;
				254	:  dout=7'd	127	;
				255	:  dout=7'd	127	;
	endcase
end
endmodule
```
==> results.json <==
{
  "chip_area_mm2": 0.0137,
  "most-common-layout-cells": "a21oi_1 (43), nand2_1 (34), o21ai_0 (32), nor2_1 (25), buf_4 (22)",
  "global_route_wire_length_before_repair_um": 16700,
  "flop_area_um2": 140,
  "n_fill_cell": 1008,
  "critical_path.endpoint_type": "flip-flop",
  "critical_path.n_buffers_inverters": 1,
  "total_power_uw": 638,
  "gp_routability_congestion": 1.02,
  "total_tool_warning_count": 28,
  "number_of_global_route_vias_before_repair": 3054,
  "avgSynthCellArea_um2": 6.34,
  "floorplanUtilization_pct": 29.3,
  "hp-class": "in -> reg",
  "ctsRootBufferMaster": "clkbuf_8",
  "cts_hold_buffers": 0,
  "finalSetupViolCount": 0,
  "tritoncts_clock_tree": "yes",
  "p_sw_uw": 299,
  "critPathKind": "in -> reg",
  "synth_warnings": 2,
  "die_height_um": 117,
  "p_int_uw": 339,
  "grt_start_max_net_pins": 44,
  "endpoint_required_time_on_the_critical_path_ps": 3800,
  "hold_viol": 0,
  "synth_sequential_area_ratio_pct": 5.19,
  "timing.max_cap.violations": 0,
  "yosysUniqueCellTypes": 77,
  "ios": 20,
  "postRouteAntennaNets": 0,
  "crit_path_max_fanout": 10,
  "power_frac_seq_pct": 16.1,
  "rows": 35,
  "synth-area-yosys_mm2": 0.00270,
  "critical-path-slowest-cell": "xnor2_1",
  "flip_flop_count_of_the_largest_register_after_layout": 7,
  "first_iter_violations": 393,
  "die-width_um": 117,
  "cp_cell_sequence": "clkdlybuf4s50_1 > xnor2_1 > o311ai_0 > a21oi_1 > o31ai_1",
  "clk_pin_slew_worst_setup_hold_paths_ps": 50,
  "tightest_slew_ps": 1090,
  "final.hold.worst_slack_ps": 1220,
  "status": "finished, final reports clean",
  "grt_use_total_pct": 15.3,
  "async_reset_ff_share_pct": 0,
  "headroom_to_the_max_slew_limit_pct": 27.1,
  "number_of_post_cts_setup_repair_buffers": 0,
  "start_kind": "input port",
  "vias_per_cell": 6.41,
  "ys.flop_type": "dfxtp_1",
  "power.switching_fraction_pct": 46.8,
  "clock_path_buffers": 2,
  "min_period_ps": 2980,
  "cpPeakStageDelay_ps": 960,
  "drive_gt1_share_pct": 9.20,
  "ys_ff": 7,
  "dp_cells": 531,
  "grt_setup_unrepaired": "no",
  "ys_cells": 426,
  "synth-edff-count": 0,
  "path_delay_family": "XOR/XNOR gates",
  "timing.setup.tns_ps": 0,
  "antenna_found_initial": 0,
  "cts_max_level": 1,
  "combinational_cell_area_excluding_buffers_and_inverters_mm2": 0.00227,
  "num_vias": 3431,
  "grt.overflow.total": 0,
  "power.static_leakage_nw": 1.04,
  "dp_hpwl_um": 7630,
  "routed_wl_um": 10400,
  "slew_violations": 0,
  "post_synth_instance_area_mm2": 0.00270,
  "post_synthesis_cells": 426,
  "antenna_cells": 0,
  "p_per_area_mw_per_mm2": 214,
  "max_freq_mhz": 335,
  "routed_wl_per_cell_um": 19.5,
  "layout_worst_path_cycle_share_pct": 80.6,
  "post_cts_resized": 0,
  "fp.coreArea_mm2": 0.00920,
  "post-route-drc-count": 0,
  "critPathArrivalTime_ps": 3080,
  "power.share.clock_pct": 17.1,
  "mostFrequentLayoutCell": "a21oi_1",
  "combPwrFrac_pct": 66.8,
  "portBuffers": 19,
  "syn_to_final_growth_pct": 10.3,
  "power.ir.vdd_worst_uv": 76.8,
  "cts_made_buffers": 3,
  "clock_sink_count": 7,
  "pre_antenna_drt_iters": 5,
  "final_cells": 535
}
[kinds of logic (layout without fill, tap and decap cells)]
| logic type | after synthesis | after routing | synth area share, % |
|---|---|---|---|
| simple gates | 152 | 152 | 29.4 |
| fa+ha+maj | 6 | 6 | 2.69 |
| buf+inv | 59 | 57 | 10.7 |
| compound gates | 177 | 177 | 43.8 |
| flops | 7 | 7 | 5.19 |
| xor+xnor | 21 | 21 | 6.82 |
| mux | 4 | 4 | 1.48 |
[per-stage QoR]
step	instance area, um^2	worst slack, ps	utilization [%]
6_report	2980	716	32.4
5_1_grt	2980	653	32.4
4_1_cts	2980	726	32.4
3_5_place_dp	2930	633	31.9
3_3_place_gp	2930	629	31.9
2_1_floorplan	2700	963	-
[cells in the mapped netlist, types with 3 or more instances]
cell / instances / area (um^2)
a2111oi_0: 3 / 26.3
a211o_1: 3 / 26.3
a211oi_1: 4 / 30.0
a21oi_1: 43 / 215
a221o_1: 4 / 40.0
a311oi_1: 5 / 43.8
a31oi_1: 14 / 87.6
a32oi_1: 3 / 26.3
and2_1: 9 / 56.3
and2b_1: 3 / 22.5
buf_1: 5 / 18.8
buf_2: 20 / 100
buf_4: 3 / 22.5
clkbuf_1: 15 / 56.3
dfxtp_1: 7 / 140
ha_1: 5 / 62.6
inv_1: 9 / 33.8
inv_2: 3 / 11.3
mux2i_1: 4 / 40.0
nand2_1: 34 / 128
nand2b_1: 18 / 113
nand3_1: 16 / 80.1
nor2_1: 25 / 93.8
nor2b_1: 8 / 50.1
nor3_1: 16 / 80.1
nor4_1: 3 / 18.8
o2111ai_1: 4 / 35.0
o211ai_1: 5 / 37.5
o21a_1: 3 / 22.5
o21ai_0: 32 / 160
o21ai_1: 10 / 50.1
o221ai_1: 6 / 52.6
o22ai_1: 4 / 25.0
o311ai_0: 4 / 35.0
o31ai_1: 6 / 45.0
or3_1: 4 / 25.0
xnor2_1: 15 / 131
xor2_1: 6 / 52.6
[power by group through the flow]
stage                 Clock [mW]  Sequential (mW)  Combinational (mW)
final                      0.109            0.103               0.426
after global routing       0.115            0.106               0.467
after CTS                  0.112            0.103               0.419
[layout make-up]
type | instances | share of cell area (%)
inverters | 12 | 1.51
clock buffers | 3 | 1.39
multi-input cells | 360 | 76.3
flip-flops and latches | 7 | 4.71
repair buffers | 41 | 11.3
clock inverters | 1 | 0.168
well taps | 111 | 4.67
[layer usage]
metal / GRT usage, % / up-vias / part of all wire, %
met2: 22.8 / 224 / 43
met3: 2.48 / 43 / 11
met5: 0 / - / 0
met1: 21.4 / 1556 / 42
li1: - / 1608 / -
met4: 6.01 / 0 / 3.9
[path summary, 6_finish.rpt]
path,start,depth (start not counted),slack [ps],end
worst max-delay path,x[6],5,720,dout[2]$_DFF_P_
worst min-delay path,x[8],3,1220,dout[0]$_DFF_P_
